--- design/flow/run.sh ---
#!/bin/bash
# OpenROAD 26Q1-2900-gdf79404cd8, Yosys 0.63+post, stock flow scripts
make -C /OpenROAD-flow-scripts/flow DESIGN_CONFIG=/design/flow/config.mk WORK_HOME=/design/flow/orfs finish
--- design/flow/config.mk ---
export PLATFORM = sky130hd
export DESIGN_NAME = led_count
export DESIGN_NICKNAME = led_count
export VERILOG_FILES = /design/flow/design.v
export SDC_FILE = /design/flow/constraint.sdc
export NUM_CORES = 4
export LEC_CHECK = 1
export CORE_UTILIZATION = 50
--- design/flow/constraint.sdc ---
current_design led_count

set clk_period 3.1
set clk_io_pct 0.2

create_clock -name clk0 -period $clk_period [get_ports {clock}]

set non_clock_inputs [all_inputs -no_clocks]
set_input_delay [expr $clk_period * $clk_io_pct] -clock clk0 $non_clock_inputs
set_output_delay [expr $clk_period * $clk_io_pct] -clock clk0 [all_outputs]
--- design/flow/design.v ---
module led_count
(input clock, 
output [9:0]leds,
input reset_button,
input button);
reg [31:0]i;
wire clean;
wire reset;
reg clean_state;
reg [9:0]leds_hold;
initial
begin
clean_state = 0;
leds_hold = 10'b0000000000;
end
always @(posedge clock)
begin
	if(reset == 1'b0) leds_hold = 10'b0000000000;
	else
	begin
	if(clean != clean_state)
		begin
		clean_state <= clean;
		if(clean == 1'b0) leds_hold <= leds_hold + 1;
		end
	end
end
assign leds = leds_hold;
debounce button_noise(clock, button, clean);
debounce reset_noise(clock, reset_button, reset);
endmodule
module debounce 
(input clock,
input in,
output reg debounced);
reg [31:0]i;
reg [7:0]shift;
initial
begin
i = 0;
end  
always@(posedge clock)
begin
if(i >= 50000)
	begin
		shift = {shift[6:0],in};
		if(shift == 8'b11111111) debounced <= 1;
		if(shift == 8'b00000000) debounced <= 0;
		i <= 0;
	end
	else i <= i + 1;
end
endmodule
==> flow_summary_export.csv <==
group,metric,value,unit
clock_tree,cts-root-buf,"clkbuf_8",
clock_tree,clk_pin_slew_worst_paths,90,ps
worst_setup_path,reg2reg_depth,4,
final_timing,setup_viol,0,
clock_tree,ctsHtreeMaxLevel,3,
final_timing,relSlewSlack,66.10,%
die,die-area,6894,um2
die,num_rows,29,
clock_tree,hold_buffers,0,
clock_tree,cts.sinks,91,
yosys,synth.distinct_cells,35,
die,fp_util,51.70,%
global_routing,antenna_found_initial,0,
route,vias,2103,
route,wl_per_cell,10.84,um
final_timing,fin_tns_setup,0,ps
worst_setup_path,path_cells,"nor3_1, or3_1, a21oi_4, or2_2",
clock_tree,cts_made_buffers,9,
clock_tree,clk_latency,340,ps
route,drc,0,
power_and_ir_drop,p_leak,1.277,nW
final_timing,skew,7.763,ps
die,die_w,83.03,um
route,drt_iter0_drc,92,
hold_path,hold_depth,0,
yosys,synth_flops,91,
route,wl,4598,um
final_timing,finalClockPeriodUsage,65.07,%
route,diodes,0,
worst_setup_path,cp.required,3160,ps
finish,syn_to_final_growth,15.40,%
yosys,area_leaders,"dfxtp_1, edfxtp_1, xnor2_1",
power_and_ir_drop,fin_total_pwr,0.001986,W
yosys,top_area_cell,"dfxtp_1",
yosys,synth_area,3283,um2
hold_path,min_path_type,"flip-flop to flip-flop",
yosys,async_reset_ff_share,0,%
placement,dp_cells,408,
clock_tree,clock_tree.buffer_depth,2,
yosys,ys_cells,291,
clock_tree,post-cts-setup-buffer-count,0,
worst_setup_path,crit_fanout,18,
global_routing,grt_pass1_vias,1983,
flow_run,maxCapViolCount,0,
final_timing,min_period,2017,ps
worst_setup_path,r2r_setup_slack,1080,ps
die,num_io_pins,13,
placement,hpwlAfterDp,3044,um
finish,layout.cells.non_filler,424,
die,core,6350,um2
finish,layout-drive-gt1-share,8.069,%
worst_setup_path,crit_buf_inv,0,
yosys,syn_avg_cell_area,11.28,um2
yosys,synth_sequential_area_ratio,60.67,%
power_and_ir_drop,peakVddDrop,0.0003860,V
yosys,top_cell,"dfxtp_1",
worst_setup_path,r2r_end,"reset_noise.shift[0]",
hold_path,hold_end,"clean_state",
yosys,synth-warning-count,2,
final_timing,rsz0062_at_grt,"false",
worst_setup_path,worst_path_max_delay_cell,"dfxtp_1",
final_timing,worst_pin_slew,507.3,ps
global_routing,grt_pass1_wl,8459,um
die,dieHeight,83.03,um
flow_run,warning_count,29,
hold_path,min_from,"button_noise.debounced",
global_routing,gr-total-overflow,0,
worst_setup_path,arrival,2080,ps
placement,io_buffers,12,
yosys,ys.flop_type,"dfxtp_1",
yosys,yosys_area,3283,um2
yosys,ys_top_cells_by_count,"dfxtp_1, nor3_1, xnor2_1, nor4_1",
global_routing,grt_max_degree,19,
final_timing,timing.fmax,495.7,MHz
clock_tree,postCtsResizedCells,0,
worst_setup_path,critPathMaxStageDelay,510,ps
yosys,syn_inst,291,
worst_setup_path,cp_top_family,"simple AND/OR/NAND/NOR gates",
final_timing,hold_viol_final,0,
route,dr.pass1.iters,4,
worst_setup_path,regToRegStartpoint,"reset_noise.i[4]",
placement,place.gp.congestion,0.7590,
worst_setup_path,critPathLaunchType,"flip-flop",
worst_setup_path,worstSetupPathType,"flip-flop to flip-flop",
worst_setup_path,endpoint_kind,"flip-flop",
power_and_ir_drop,powerDensity,524.3,nW/um2
route,postRouteAntennaNets,0,
status,status,"complete, no violations",
yosys,edf_count,17,
clock_tree,cts_tree,"done",
global_routing,grt_usage,15.22,%
final_timing,slew_violations,0,
route,via_per_inst,4.960,
yosys,top_area_share,45.12,%
how the worst max path moves through the flow:
stage	startpoint	end	slack, ps	cells past startpoint
final	reset_noise.i[4]	reset_noise.shift[0]	1080	4
after global routing	reset_noise.i[4]	reset_noise.shift[1]	950	4
after CTS	reset_noise.i[4]	reset_noise.shift[0]	1060	4
layout by cell type (no fill, tap or decap), types with 2 or more instances in the layout:
cell              n
edfxtp_1         17
clkdlybuf4s50_1  12
inv_1            13
nor2_1            6
dfxtp_1          74
xnor2_1          27
xor2_1            7
nor3_1           35
clkinv_2          2
conb_1           32
or3_1             4
and3_1            3
o21ai_0           5
a21boi_0          2
nand4_1          17
nor3b_1           2
buf_4             3
nor4_1           22
clkbuf_8         11
nand3_1          10
or2_2             2
nor2b_1           3
o21a_1            3
nand2_1          11
ha_1              6
and2_1            6
clkinv_4          2
power by group:
part	leakage (nW)	switching [W]	total (W)	internal, W
clock network	0.0997	0.000391	0.000728	0.000338
registers	0.785	0.0000124	0.00125	0.00123
logic	0.392	0.00000621	0.0000114	0.00000522
routing by layer:
| layer | global-route usage, % | up-vias | wire, um |
|---|---|---|---|
| li1 | - | 1117 | - |
| met1 | 24.51 | 953 | 2402 |
| met2 | 23.17 | 24 | 1969 |
| met3 | 2.926 | 9 | 127 |
| met4 | 2.978 | 0 | 99 |
| met5 | 0 | - | 0 |
through the flow:
step | setup slack (ps) | area (um2) | hold WS [ps] | utilization [%]
3_5_place_dp | 1077 | 3601 | 433.1 | 56.71
5_1_grt | 952.0 | 3789 | 472.1 | 59.67
2_1_floorplan | 1483 | 3400 | 426.4 | -
3_3_place_gp | 1090 | 3601 | 431.2 | 56.71
6_report | 1083 | 3789 | 450.4 | 59.67
4_1_cts | 1064 | 3789 | 453.7 | 59.67
logic make-up after synthesis:
family,Yosys count,synth area share [%]
multiplexers,1,0.3049
flip-flops,91,60.67
buffers and inverters,19,2.629
adder cells (fa/ha/maj),6,2.287
XOR/XNOR,34,9.070
other,1,0.1142
AND/OR/NAND/NOR,125,21.65
AND-OR/OR-AND,14,3.277
final cells by class:
type                       count  area (um2)
sequential                    91        1992
fill                         545        2561
inverter                      13       48.80
multi-input combinational    212        1321
timing repair buffer          15       142.6
tap                           77       96.34
clock buffer                  11       151.4
clock inverter                 5       36.28
registers in the layout (all words and copies together) (netlist names):
register	cells
button_noise.i	32
reset_noise.i	32
reset_noise.shift	7
clean_state	1
leds_hold	10
button_noise.debounced	1
reset_noise.debounced	1
button_noise.shift	7
No activity file was given, so power comes from the tool's default toggle rates.
