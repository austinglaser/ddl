**flow/constraint.sdc**
```tcl
current_design multiply

set clk_period 16.0
set clk_io_pct 0.2

create_clock -name clk0 -period $clk_period [get_ports {clock}]

set non_clock_inputs [all_inputs -no_clocks]
set_input_delay [expr $clk_period * $clk_io_pct] -clock clk0 $non_clock_inputs
set_output_delay [expr $clk_period * $clk_io_pct] -clock clk0 [all_outputs]
```
**flow/run.sh**
```bash
#!/bin/bash
# OpenROAD 26Q1-2900-gdf79404cd8, Yosys 0.63+post, stock flow scripts
make -C /OpenROAD-flow-scripts/flow DESIGN_CONFIG=/design/flow/config.mk WORK_HOME=/design/flow/orfs finish
```
**flow/design.v**
```verilog
module multiply (
  clock,
  mult_1,
  mult_2,
  product
);
	parameter width_1 = 10;
	parameter width_2 = 17;
	input clock;
	input  [width_1-1:0] mult_1;
	input  [width_2-1:0] mult_2;
	output reg [(width_1 + width_2)-1:0] product;
	always @(posedge clock) product <= (mult_1 * mult_2);
endmodule
```
**flow/config.mk**
```make
export PLATFORM = sky130hd
export DESIGN_NAME = multiply
export DESIGN_NICKNAME = multiply
export VERILOG_FILES = /design/flow/design.v
export SDC_FILE = /design/flow/constraint.sdc
export NUM_CORES = 4
export LEC_CHECK = 1
export CORE_UTILIZATION = 30
```
==> flow_metrics.env <==
# flow metrics
export IMPL_largest_reg_flops=27
export IMPL_fp_coreArea_um2=19500
export IMPL_syn_avg_cell_area_um2=8.87
export IMPL_worstPathRequired_ps=16150
export IMPL_yosys_area_um2=6010
export IMPL_p_leak_nw=3.41
export IMPL_dpl_cell_area_um2=6760
export IMPL_ys_seq_share_pct=8.99
export IMPL_die_area_um2=20600
export IMPL_timing_hold_ws_ps=3790
export IMPL_cts_hold_buf=0
export IMPL_yosys_cells=678
export IMPL_synth_cells=678
export IMPL_synth_flops=27
export IMPL_top_area_cell="fa_1"
export IMPL_dr_pass1_iters=4
export IMPL_final_cell_area_um2=6830
export IMPL_fmaxAchievable_mhz=116
export IMPL_hold_viol=0
export IMPL_postCtsSetupBuffers=0
export IMPL_finalSetupViolCount=0
export IMPL_synth_cell_types=38
export IMPL_gp_congestion=0.846
export IMPL_top_level_ports=55
export IMPL_fin_crit_ps=8600
export IMPL_async_reset_ff_share_pct=0
export IMPL_grt_remaining_overflow=0
export IMPL_setup_tns_ps=0
export IMPL_cts_made_buffers=3
export IMPL_clk_pin_slew_ps=70
export IMPL_h_tree_depth=1
export IMPL_worst_slew_pin_slew_ps=723
export IMPL_port_buffers=54
export IMPL_grt_pass1_vias=4538
export IMPL_largestRegisters="product (27)"
export IMPL_cp_max_fo=17
export IMPL_layout_cells_most_common="inv_1"
export IMPL_cts_root_buf="clkbuf_16"
export IMPL_hold_class="in -> reg"
export IMPL_grt_max_degree=18
export IMPL_slew_headroom_pct=51.7
export IMPL_critPathKind="in -> reg"
export IMPL_ir_drop_uv=146
export IMPL_max_cap_violations=0
export IMPL_crit_arrival_ps=8750
export IMPL_drt_total_wl_um=12800
export IMPL_grt_use_total_pct=14.1
export IMPL_outcome="complete, no violations"
export IMPL_edf_count=0
export IMPL_min_period_over_period_pct=53.8
export IMPL_drive_gt1_share_pct=0.997
export IMPL_syn_area_um2=6010
export IMPL_grt_setup_unrepaired="no"
export IMPL_fin_util_pct=35.0
export IMPL_top_register="product"
export IMPL_mostFrequentLayoutCells="125 x inv_1, 118 x fa_1, 106 x nand2_1"
export IMPL_tritoncts="built"
export IMPL_placementRows=51
export IMPL_n_antenna_cell=0
export IMPL_die_h_um=144
export IMPL_ctsLongestPathBuffers=2
export IMPL_start_kind="primary input"
export IMPL_route_detailed_drc=0
export IMPL_top_cells_by_area="fa_1 39%, ha_1 13%, dfxtp_1 9.0%"
export IMPL_routedWlPerCell_um=13.2
export IMPL_ant_nets=0
export IMPL_antenna_found_initial=0
export IMPL_cts_resized_gates=0
export IMPL_ys_warn_count=1
export IMPL_total_power_mw=1.28
export IMPL_synthFlopType="dfxtp_1"
export IMPL_log_warning_count=25
export IMPL_finalMaxSlewViolations=0
export IMPL_fp_dieW_um=144
export IMPL_end_kind="flip-flop"
export IMPL_grt_first_pass_wirelength_um=22100
export IMPL_pwr_density_cell_nw_per_um2=187
export IMPL_drt_iter0_markers=156
export IMPL_via_per_inst=4.62
export IMPL_areaGrowthSynthToFinish_pct=13.7
export IMPL_holdPathStages=2
export IMPL_vias=4470
export IMPL_top_area_share_pct=39.3
export IMPL_cts_sinks=27
export IMPL_hpwl_um=10600
export IMPL_fp_util_pct=30.8
## path summary, 6_finish.rpt
path | slack [ps] | end | from
min | 3790 | product[0] | mult_2[0]
max | 7400 | product[25] | mult_1[1]
## cell families after synthesis
family	Yosys count	synth area share [%]
AND/OR/NAND/NOR	220	17.9
adder cells (fa/ha/maj)	180	52.2
buffers and inverters	159	9.93
AND-OR/OR-AND	67	7.33
flip-flops	27	8.99
XOR/XNOR	24	3.50
multiplexers	1	0.167
## routing by layer
| layer | vias to the layer above | part of all wire (%) | global-route usage (%) |
|---|---|---|---|
| li1 | 2107 | - | - |
| met1 | 2238 | 45 | 20.4 |
| met2 | 119 | 49 | 23.0 |
| met3 | 6 | 5.5 | 3.53 |
| met4 | 0 | 0.44 | 0.728 |
| met5 | - | 0 | 0 |
## power by group
part / total (mW) / leakage (nW) / switching (mW) / internal [mW]
logic: 1.10 / 3.15 / 0.620 / 0.479
clock network: 0.0568 / 0.0382 / 0.0227 / 0.0341
registers: 0.124 / 0.227 / 0.00853 / 0.115
## through the flow
| stage | worst slack [ps] | instances |
|---|---|---|
| floorplan | 7910 | 678 |
| global placement | 7230 | 963 |
| detailed placement | 7160 | 963 |
| CTS | 7430 | 967 |
| global route | 7080 | 967 |
| finish | 7400 | 967 |
## final cells by class
class	instances	area, um^2
clock buffer	4	78.8
inverter	125	469
fill	2056	12700
tap	265	332
sequential	27	541
timing repair buffer	54	541
multi-input combinational	492	4870
## synthesized netlist by cell type, types with 2 or more instances
library cell  number
ha_1              62
inv_1            125
nand2_1          106
a21oi_1           21
a31oi_1            3
nand4_1            5
xnor2_1           15
nand3_1            4
dfxtp_1           27
o21a_1             2
o21bai_1           3
a21o_1            10
xor2_1             9
and3_1             3
a221oi_1           2
o211ai_1           3
o21ai_0           13
clkbuf_1          33
fa_1             118
and2_1            83
nor2_1            14
## critical path, stage by stage
cell and delay [ps]:
clkdlybuf4s50_1 930, nand2_1 170, fa_1 560, inv_1 50
fa_1 480, fa_1 500, fa_1 540, inv_1 60
fa_1 470, inv_1 40, ha_1 360, a21oi_1 340
o21ai_0 140, a221oi_1 320, o41a_1 280, o21ai_0 120
xor2_1 160
Power and IR drop assume default switching activity.
